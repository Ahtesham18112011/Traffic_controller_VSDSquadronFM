`design/flow/config.mk`:
```
export PLATFORM = sky130hd
export DESIGN_NAME = top
export DESIGN_NICKNAME = top
export VERILOG_FILES = /design/flow/design.v
export SDC_FILE = /design/flow/constraint.sdc
export NUM_CORES = 4
export LEC_CHECK = 1
export CORE_AREA = 10 10 85 85
export DIE_AREA = 0 0 95 95
```
`design/flow/constraint.sdc`:
```
current_design top

set clk_period 2.6
set clk_io_pct 0.2

create_clock -name clk0 -period $clk_period [get_ports {clk}]

set non_clock_inputs [all_inputs -no_clocks]
set_input_delay [expr $clk_period * $clk_io_pct] -clock clk0 $non_clock_inputs
set_output_delay [expr $clk_period * $clk_io_pct] -clock clk0 [all_outputs]
```
`design/flow/design.v`:
```
`timescale 1ns / 1ps
module top(
    input clk, rst,                   
    output reg [2:0] light_M1,        
    output reg [2:0] light_S,         
    output reg [2:0] light_MT,        
    output reg [2:0] light_M2         
);
parameter S1=0, S2=1, S3=2, S4=3, S5=4, S6=5;
reg [3:0] count;     
reg [2:0] ps;        
parameter sec7=7, sec5=5, sec2=2, sec3=3;   
always @(posedge clk or posedge rst) begin
    if (rst == 1) begin
        ps <= S1;        
        count <= 0;      
    end
    else begin
        case (ps)
            S1: if (count < sec7) begin
                    ps <= S1;        
                    count <= count + 1;
                end
                else begin
                    ps <= S2;        
                    count <= 0;      
                end
            S2: if (count < sec2) begin
                    ps <= S2;        
                    count <= count + 1;
                end
                else begin
                    ps <= S3;        
                    count <= 0;
                end
            S3: if (count < sec5) begin
                    ps <= S3;        
                    count <= count + 1;
                end
                else begin
                    ps <= S4;        
                    count <= 0;
                end
            S4: if (count < sec2) begin
                    ps <= S4;        
                    count <= count + 1;
                end
                else begin
                    ps <= S5;        
                    count <= 0;
                end
            S5: if (count < sec3) begin
                    ps <= S5;        
                    count <= count + 1;
                end
                else begin
                    ps <= S6;        
                    count <= 0;
                end
            S6: if (count < sec2) begin
                    ps <= S6;        
                    count <= count + 1;
                end
                else begin
                    ps <= S1;        
                    count <= 0;
                end
            default: ps <= S1;
        endcase
    end
end
always @(ps) begin
    case (ps)
        S1: begin
            light_M1 <= 3'b001;   
            light_M2 <= 3'b001;   
            light_MT <= 3'b100;   
            light_S  <= 3'b100;   
        end
        S2: begin
            light_M1 <= 3'b001;   
            light_M2 <= 3'b010;   
            light_MT <= 3'b100;   
            light_S  <= 3'b100;   
        end
        S3: begin
            light_M1 <= 3'b001;   
            light_M2 <= 3'b100;   
            light_MT <= 3'b001;   
            light_S  <= 3'b100;   
        end
        S4: begin
            light_M1 <= 3'b010;   
            light_M2 <= 3'b100;   
            light_MT <= 3'b010;   
            light_S  <= 3'b100;   
        end
        S5: begin
            light_M1 <= 3'b100;   
            light_M2 <= 3'b100;   
            light_MT <= 3'b100;   
            light_S  <= 3'b001;   
        end
        S6: begin
            light_M1 <= 3'b100;   
            light_M2 <= 3'b100;   
            light_MT <= 3'b100;   
            light_S  <= 3'b010;   
        end
        default: begin
            light_M1 <= 3'b000;   
            light_M2 <= 3'b000;
            light_MT <= 3'b000;
            light_S  <= 3'b000;
        end
    endcase
end
endmodule
```
`design/flow/run.sh`:
```
#!/bin/bash
# OpenROAD 26Q1-2900-gdf79404cd8, Yosys 0.63+post, stock flow scripts
make -C /OpenROAD-flow-scripts/flow DESIGN_CONFIG=/design/flow/config.mk WORK_HOME=/design/flow/orfs finish
```
==> metrics.cfg <==
[detailed_routing]
route.vias.total=548
route.detailed.drc=0
finalWirelength_mm=1.590
drt-pass1-iter-count=4
viasPerCell=3.513
avgRoutedWirePerCell_um=10.19
drt-initial-drc-count=14
antenna-diode-count=0
final_antenna_net_count=0

[synthesis]
synthDistinctLibCells=32
ys.warnings.count=1
ys.flops=10
main_area_contributors=dfrtp_1, dfstp_2, nor2_1
seq_share_synth_pct=37.36
yosys.area.top_type=dfrtp_1
synth_largest_type_area_fraction_pct=33.46
ys_area_um2=673.1
synth_area_um2=673.1
yosysCellCount=77
synthesis.instances=77
syn-mean-instance-area_um2=8.742

[cts]
cts_repair_resized_insts=0
cts-root-buf=clkbuf_8
tritoncts.num_buffers=3
clock-sinks=10
cts.clk_slew.worst_paths_ns=0.05
tritoncts=yes
h-tree-depth=1
worstSkewPairLatency_ns=0.24
max-clock-path-buffers=2
post-cts-setup-buffers=0
cts_hold_buf=0

[setup_path]
critPathMaxFanout=7
crit_required_ns=2.08
crit_reg_reg_startpoint=count[1]
reg_to_reg_endpoint=count[0]
worst-r2r-cell-count=5
cp_data_arrival_time_ns=1.75
endpoint_kind=primary output
cp_slowest_stage_delay_ns=0.43
critical_path.slowest_cell=dfrtp_1
critical_path_cell_sequence=or2_2 -> or3_1 -> clkdlybuf4s50_1
worstSetupStartpointType=flop
reg2reg_setup_slack_ns=0.99
worst-setup-path-type=reg -> out

[timing]
timing.final.setup_violations=0
worst_slew_pin_slew_ns=0.4422
setup_repair_after_global_routing_missed_its_margin=no
fin_worst_hold_slack_ns=0.5155
fin_setup_tns_ns=0
worst_clock_skew_ns=0.007517
timing_max_transition_violations_final=0
timing.final.crit_share_pct=87.47
period_minus_ws_final_ns=2.274
fmax_mhz=439.7
final-hold-violation-count=0
max_slew_margin_pct=69.76

[grt]
grt_start_max_net_pins=12
first_global_vias=540
number_of_antenna_violations_at_the_first_check_in_global_routing=0
groute.usage.overall_pct=3.660
grt_overflow_total=0
first_pass_grt_wire_length_mm=2.635

[flow_run]
maxCapViolCount=0
warnings=26

[worst_hold_path]
min_path_cells=1
hp-class=reg -> reg
hold_path_end=count[0]
min-delay-start=count[0]

[place]
detailed_place_hpwl_mm=1.200
io_buffers=13
detailed_place.area_um2=824.5
gpl.final_weighted_congestion=0.8273

[cells_and_area]
post_route_cells_drive_above_1_share_pct=16.67
layout-area-overhead-vs-synth_pct=30.67
seq_area_um2=251.5
final_cell_area_um2=879.6
layout.area.comb_um2=330.3
layout.filler_cells=616
final_cell_mix=clkdlybuf4s50_1, dfrtp_1, nor2_1
final_layout_top_logic_cell=clkdlybuf4s50_1

[floorplan]
die_height_um=95
fp.coreArea_um2=5473
floorplan.core_util_pct=12.30
io_pins=14
die_x_um=95
number_of_rows_created_at_floorplan=27
chipArea_um2=9025

[status]
run_status=complete, no violations

[pwr]
irDropWorstVdd_mv=0.1620
power_density_nw_per_um2=404.5
leakage_uw=0.0003533

[report_power, final]
| part | internal [uW] | total (uW) | switching, uW |
|---|---|---|---|
| logic | 1.40 | 4.71 | 3.31 |
| registers | 156 | 156 | 0 |
| clock network | 133 | 195 | 61.9 |
[cell type report]
| type | instances | share of cell area, % |
|---|---|---|
| clock buffers | 4 | 6.259 |
| inverters | 6 | 2.560 |
| multi-input cells | 51 | 37.55 |
| flip-flops and latches | 10 | 28.59 |
| well taps | 72 | 10.24 |
| repair buffers | 13 | 14.79 |
[synth_stat cells, drive strengths merged]
library cell,count
or4,2
nor2b,1
inv,6
nand2,5
mux2i,1
or2b,1
dfrtp,9
o21ai,5
a22o,1
a31oi,1
nand2b,2
nand4b,1
ha,2
a22oi,1
or3,3
or2,1
dlygate4sd3,1
a21oi,5
a2111oi,1
dfstp,1
a21boi,1
nor3,5
buf,2
a2bb2oi,1
nor2,9
clkbuf,7
o31ai,2
[registers in the layout, indices dropped and copies added (netlist names)]
signal  flops
ps          6
count       4
[kinds of logic (layout without fill, tap and decap cells)]
group	count (synthesis)	after routing	share of synthesized area, %
compound gates	18	18	18.22
buf+inv	16	23	13.57
fa+ha+maj	2	2	3.717
mux	1	1	1.487
flops	10	10	37.36
simple gates	30	30	25.65
[how the worst max path moves through the flow]
stage	slack, ns	endpoint	from
CTS	0.31	light_MT[2]	ps[4]
global route	0.27	light_MT[2]	ps[4]
finish	0.33	light_MT[2]	ps[4]
[metrics by stage]
stage / utilization (%) / total power [uW] / std cells / setup slack (ns)
final: 16.07 / 355.8 / 156 / 0.3258
after global routing: 16.07 / 373.6 / 156 / 0.2664
after CTS: 16.07 / 360.6 / 156 / 0.3148
after detailed placement: 15.07 / 163.4 / 152 / 0.5707
after global placement: 15.07 / 163.5 / 152 / 0.5714
after floorplan: - / 160.9 / 77 / 1.064
[routing by layer]
layer  vias to the layer above  track usage (%)  part of all wire [%]
met5                         -                0                     0
met4                         0           0.1247                  0.69
met3                         2            1.923                    13
met2                        18            5.778                    43
met1                       253            4.600                    43
li1                        275                -                     -
[critical path: cells and delay by family (launching register included)]
| family | cells | cell delay (ns) |
|---|---|---|
| and+or+nand+nor | 2 | 0.68 |
| buffers and inverters | 1 | 0.41 |
| DFF | 1 | 0.43 |
Power figures rest on the tool's default switching activity, not on a simulated workload.
